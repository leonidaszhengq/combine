<file path="design/flow/design.v">
`timescale 1ns/1ps
module ad_ctrl(
               input            clk,
               input            resetn,
               input            busy,
               input            douta,
               input            doutb,
               output reg       converst,
               output reg       cs,
               output reg       sclk,
               output reg       fifo_wren,
               output reg [17:0] fifo_wdata,
               input            fifo_almost_full
              );
parameter                    time_cycle   =  50;   
parameter                    converst_down2up = (25 / time_cycle + 1),
                             converst2busy    = (40 / time_cycle + 1),
                             busy2cs          = (0  / time_cycle + 1),
                             cs2data          = (15 / time_cycle + 1),
                             data2cs          = (23 / time_cycle + 1);
parameter                    IDLE             =  10'b00_0000_0001,
                             CONVERST         =  10'b00_0000_0010,
                             CONVERST2BUSY    =  10'b00_0000_0100,
                             WAIT_BUSY        =  10'b00_0000_1000,
                             CS_DOWN          =  10'b00_0001_0000,
                             READ_CHANNEL15   =  10'b00_0010_0000,
                             READ_CHANNEL26   =  10'b00_0100_0000,
                             READ_CHANNEL37   =  10'b00_1000_0000,
                             READ_CHANNEL48   =  10'b01_0000_0000,
                             CS_UP            =  10'b10_0000_0000;
reg [7:0]    timer_cnt;
reg [7:0]    read_cnt;                             
reg [9:0]    cs_state;
reg [9:0]    ns_state;
reg [15:0]   v1,v2,v3,v4,v5,v6;
wire         converst_low_pulse;
wire         converst_busy;
wire         cs_down_t;
wire         cs_up_t;
always@(posedge clk or negedge resetn)begin
      if(!resetn)
        cs_state <= IDLE;
      else
        cs_state <= ns_state;
end                                                
always@(*)begin
      ns_state = cs_state;
      case(cs_state)
           IDLE :   begin
                      if(busy == 1'b0 && fifo_almost_full == 1'b0)
                         ns_state = CONVERST;
                      else
                         ns_state = IDLE;
                    end
           CONVERST : begin
                          if(converst_low_pulse)
                             ns_state = CONVERST2BUSY;
                          else
                             ns_state = CONVERST;  
                      end       
           CONVERST2BUSY : begin
                              if(converst_busy)
                                 ns_state = WAIT_BUSY;
                              else
                                 ns_state = CONVERST2BUSY;
                           end             
           WAIT_BUSY: begin
                           if(!busy)
                             ns_state = CS_DOWN;
                           else
                             ns_state = WAIT_BUSY;
                      end        
           CS_DOWN:   begin
                          if(cs_down_t)
                             ns_state = READ_CHANNEL15;
                          else
                             ns_state = CS_DOWN;
                      end
           READ_CHANNEL15 : begin
                              if(read_cnt == 8'hf)
                                 ns_state = READ_CHANNEL26;
                              else
                                 ns_state = READ_CHANNEL15;
                           end       
           READ_CHANNEL26 : begin
                              if(read_cnt == 8'hf)
                                 ns_state = READ_CHANNEL37;
                              else
                                 ns_state = READ_CHANNEL26;
                           end       
           READ_CHANNEL37 : begin
                              if(read_cnt == 8'hf)
                                 ns_state = READ_CHANNEL48;
                              else
                                 ns_state = READ_CHANNEL37;
                           end        
           READ_CHANNEL48 : begin
                              if(read_cnt == 8'hf	)
                                 ns_state = CS_UP;
                              else
                                 ns_state = READ_CHANNEL48;
                           end                              
           CS_UP          : begin
                               if(cs_up_t)
                                  ns_state = IDLE;
                               else
                                  ns_state = CS_UP;
                            end                     
      default : ns_state = IDLE;
      endcase
end
always@(posedge clk or negedge resetn)begin
      if(resetn == 1'b0)
         converst <= 1'b1;
      else if(ns_state == CONVERST)
         converst <= 1'b0;
      else
         converst <= 1'b1;
end
always@(posedge clk or negedge resetn)begin
      if(resetn == 1'b0)
         cs <= 1'b1;
      else if(ns_state == CS_DOWN)
         cs <= 1'b0;
      else if(ns_state == IDLE)
         cs <= 1'b1;
end
always@(posedge clk or negedge resetn)begin
      if(resetn == 1'b0)
         timer_cnt <= 8'h0;
      else if(cs_state == IDLE)
         timer_cnt <= 8'h0;
      else if(cs_state != ns_state)
         timer_cnt <= 8'h0;
      else if(cs_state == CONVERST)
         timer_cnt <= timer_cnt + 1;
      else if(cs_state == CONVERST2BUSY)
         timer_cnt <= timer_cnt + 1;
      else if(cs_state == CS_DOWN)
         timer_cnt <= timer_cnt + 1;   
      else if(cs_state == CS_UP)
         timer_cnt <= timer_cnt + 1;
      else
         timer_cnt <= 8'h0;
end
always@(posedge clk or negedge resetn)begin
      if(resetn == 1'b0)
         read_cnt <= 8'h0;
      else if(cs_state == IDLE)
         read_cnt <= 8'h0;
      else if(cs_state == READ_CHANNEL15 && ns_state == READ_CHANNEL26)
         read_cnt <= 8'h0;
      else if(cs_state == READ_CHANNEL26 && ns_state == READ_CHANNEL37)
         read_cnt <= 8'h0;
      else if(cs_state == READ_CHANNEL37 && ns_state == READ_CHANNEL48)
         read_cnt <= 8'h0;
      else if(cs_state == READ_CHANNEL15)
         read_cnt <= read_cnt + 1;
      else if(cs_state == READ_CHANNEL26)
         read_cnt <= read_cnt + 1;
      else if(cs_state == READ_CHANNEL37)
         read_cnt <= read_cnt + 1;
      else if(cs_state == READ_CHANNEL48)
         read_cnt <= read_cnt + 1;
end
assign   converst_low_pulse = (cs_state == CONVERST) && (timer_cnt == converst_down2up);
assign   converst_busy     = (cs_state == CONVERST2BUSY) && (timer_cnt == converst2busy);
assign   cs_down_t          = (cs_state == CS_DOWN) && (timer_cnt == cs2data);
assign   cs_up_t            = (cs_state == CS_UP) && (timer_cnt == data2cs);
always@(posedge clk or negedge resetn)begin
      if(resetn == 1'b0)
        v1 <= 16'h0;
      else if(cs_state == IDLE)
        v1 <= 16'h0;
      else if(cs_state == READ_CHANNEL15)
        v1 <= {v1[14:0],douta};
end
always@(posedge clk or negedge resetn)begin
      if(resetn == 1'b0)
        v2 <= 16'h0;
      else if(cs_state == IDLE)
        v2 <= 16'h0;
      else if(cs_state == READ_CHANNEL26)
        v2 <= {v2[14:0],douta};
end
always@(posedge clk or negedge resetn)begin
      if(resetn == 1'b0)
        v3 <= 16'h0;
      else if(cs_state == IDLE)
        v3 <= 16'h0;
      else if(cs_state == READ_CHANNEL37)
        v3 <= {v3[14:0],douta};
end
always@(posedge clk or negedge resetn)begin
      if(resetn == 1'b0)
        v4 <= 16'h0;
      else if(cs_state == IDLE)
        v4 <= 16'h0;
      else if(cs_state == READ_CHANNEL48)
        v4 <= {v4[14:0],douta};
end
always@(posedge clk or negedge resetn)begin
      if(resetn == 1'b0)
        v5 <= 16'h0;
      else if(cs_state == IDLE)
        v5 <= 16'h0;
      else if(cs_state == READ_CHANNEL15)
        v5 <= {v5[14:0],doutb};
end
always@(posedge clk or negedge resetn)begin
      if(resetn == 1'b0)
        v6 <= 16'h0;
      else if(cs_state == IDLE)
        v6 <= 16'h0;
      else if(cs_state == READ_CHANNEL26)
        v6 <= {v6[14:0],doutb};
end
always@(posedge clk or negedge resetn)begin
      if(resetn == 1'b0)
         fifo_wren <= 1'b0;
      else if(cs_state == READ_CHANNEL48)begin
         case(read_cnt)
           8'h0 : fifo_wren <= 1'b1;
           8'h1 : fifo_wren <= 1'b1;
           8'h2 : fifo_wren <= 1'b1;
           8'h3 : fifo_wren <= 1'b1;
           8'h4 : fifo_wren <= 1'b1;
           8'h5 : fifo_wren <= 1'b1;
         default : fifo_wren <= 1'b0;
         endcase
      end
end
always@(posedge clk or negedge resetn)begin
      if(resetn == 1'b0)
         fifo_wdata <= 18'b0;
      else if(cs_state == READ_CHANNEL48)begin
         case(read_cnt)
           8'h0 : fifo_wdata <= {2'b01,v1};
           8'h1 : fifo_wdata <= {2'b00,v2};
           8'h2 : fifo_wdata <= {2'b00,v3};
           8'h3 : fifo_wdata <= {2'b00,v4};
           8'h4 : fifo_wdata <= {2'b00,v5};
           8'h5 : fifo_wdata <= {2'b10,v6};
         default : fifo_wdata <= 18'h0;
         endcase
      end
end
endmodule
</file>
<file path="design/flow/run.sh">
#!/bin/bash
# OpenROAD 26Q1-2900-gdf79404cd8, Yosys 0.63+post, stock flow scripts
make -C /OpenROAD-flow-scripts/flow DESIGN_CONFIG=/design/flow/config.mk WORK_HOME=/design/flow/orfs finish
</file>
<file path="design/flow/config.mk">
export PLATFORM = sky130hd
export DESIGN_NAME = ad_ctrl
export DESIGN_NICKNAME = ad_ctrl
export VERILOG_FILES = /design/flow/design.v
export SDC_FILE = /design/flow/constraint.sdc
export NUM_CORES = 4
export LEC_CHECK = 1
export CORE_UTILIZATION = 50
</file>
<file path="design/flow/constraint.sdc">
current_design ad_ctrl

set clk_period 8.3
set clk_io_pct 0.2

create_clock -name clk0 -period $clk_period [get_ports {clk}]

set non_clock_inputs [all_inputs -no_clocks]
set_input_delay [expr $clk_period * $clk_io_pct] -clock clk0 $non_clock_inputs
set_output_delay [expr $clk_period * $clk_io_pct] -clock clk0 [all_outputs]
</file>
==> qor.txt <==
critical-path cell list - clkdlybuf4s50_1
wire length on met2 - 6400 µm
fin cells - 939
Final Critical Period - 3.05 ns
routed length per placed instance - 16.6 µm
Worst setup EP type - primary output
Max stage delay on crit path - 0.53 ns
Diodes inserted - 0
Yosys chip area - 0.00697 mm²
Slew headroom - 46.6%
Mapped Area - 0.00697 mm²
status - finished clean
OpenROAD warnings - 29
Slew Limit Fails - 0
total power - 0.00190 W
row count - 42
Die Ht - 120 µm
ys cells - 752
Crit path max-delay family - flip-flops
WP buf/inv - 1
Initial Utilization - 52.0%
cts bufs inserted - 17
H-tree Lvls - 4
Pwr per Cell Area - 245 mW/mm²
GR Overflow Total - 0
most numerous logic cells after layout - nand2_1, dfrtp_1, a21oi_1
Critical Path Fanout Max - 2
hold-fix buffers at CTS - 0
clock-pin slew on the worst setup and hold paths - 0.06 ns
syn_area_per_cell - 9.27 µm²
Sum Neg Setup Slack - 0 ns
final WL - 15600 µm
TritonCTS clock tree - built
leakage - 3.27 nW
Fin. Hold Viols - 0
PortBufs - 26
Top cell excl fill/tap - nand2_1
met3 wire length - 1080 µm
quantity of gates resized following cts - 0
Sink Count - 143
TritonRoute pass-1 iters - 4
initial antenna violation count - 0
Tot GR Track Use - 24.3%
DRC - 0
Late-Pin Clk Latency - 0.41 ns
skew final - 0.00604 ns
element type at the critical path start - flop
number of global-route vias before repair - 5049
FMAX - 0.328 GHz
maximum VDD drop - 0.000146 V
CP max stage cell - dfstp_2
WP data required - 6.64 ns
Synth flops - 143
Dominant flop cell - dfrtp_1
via count - 5430
Iteration-0 DRC Markers - 380
postcts setup bufs - 0
Area Growth Syn to Fin - 11.7%
Ports - 28
fin crit share - 36.8%
first-pass GRT wire length - 26500 µm
Syn. warnings - 2
Max clock buf depth - 2
final setup fails - 0
Worst Tran Pin Value - 0.800 ns
RSZ-0062 raised after global routing - false
Die Span X - 120 µm
Hold WC Path Type - reg2reg
highest metal used - met4
M1 WL - 8030 µm
worst setup path class - reg2out
Seq/Total Area, Yosys - 51.4%
DP HPWL - 9600 µm
asr flop ratio synth - 100%
chip area - 0.0144 mm²
Synth cell types - 58
largest net degree at the start of global routing - 84
EDFF count, synth - 0
max-cap check violation count - 0
Mapped Cells - 752
worst path arrival time - 1.39 ns
Clock Tree Root - clkbuf_16
RD Place Congestion - 0.853
DP Cell Count - 907
area of the core - 0.0134 mm²
share of cells above drive strength 1 - 9.04%
Antenna Nets Post-Route - 0
fillers - 1152
Vias/cell - 5.78
-- cells in the mapped netlist (all sizes together) (3+ instances only) --
library cell  instances  area share [%]
o31ai                 5            0.54
or2                   3            0.27
a221oi               16             2.0
and2                  4            0.36
nor2                 44             2.6
xnor2                 7            0.88
nor4b                 3            0.68
xor2                  3            0.38
clkbuf               21             1.1
buf                  38             3.9
nor4                  4            0.66
nor3b                 3            0.32
nor3                  6            0.74
mux2i                17             2.4
and3                  7            0.63
nand3                30             2.3
nand2               211              12
ha                    6             1.1
dfstp                 3             1.1
inv                   6            0.32
a221o                17             2.4
a21oi                53             3.8
a22oi                18             1.9
o21ai                62             4.5
nor2b                 4            0.36
dfrtp               140              50
-- power by group --
part | switching, W | leakage [nW] | internal [W] | total (W)
Sequential | 0.0000245 | 1.99 | 0.000713 | 0.000738
Clock | 0.000281 | 0.288 | 0.000449 | 0.000730
Combinational | 0.000321 | 0.997 | 0.000115 | 0.000436
-- per-layer routing --
| metal | track usage (%) | vias to the layer above |
|---|---|---|
| li1 | - | 2619 |
| met1 | 44.0 | 2664 |
| met2 | 31.2 | 135 |
| met3 | 6.84 | 12 |
| met4 | 2.27 | 0 |
| met5 | 0 | - |
-- path summary, 6_finish.rpt --
| check | start | endpoint | slack [ns] | depth (start not counted) |
|---|---|---|---|---|
| hold reg to reg | fifo_wdata[6] | fifo_wdata[6] | 0.48 | 2 |
| setup / recovery | cs | cs | 5.25 | 1 |
| hold / removal | fifo_wdata[6] | fifo_wdata[6] | 0.48 | 2 |
| max in group asynchronous | resetn | v4[10] | 5.71 | 2 |
| setup reg to reg | cs_state[4] | cs | 5.64 | 6 |
| min in group asynchronous | resetn | cs_state[9] | 1.30 | 1 |
-- per-stage QoR --
stage	worst slack (ns)	instance area [µm²]	utilization [%]	hold slack [ns]
finish	5.25	7780	58.1	0.477
detailed placement	5.20	7200	53.8	0.470
global placement	5.22	7200	53.8	0.461
floorplan	6.08	6970	-	0.414
CTS	5.22	7780	58.1	0.484
global route	5.21	7780	58.1	0.492
-- logic make-up after synthesis --
family / after synthesis / share of synthesized area [%]
AOI/OAI and AO/OA: 182 / 16.8
xor gates and xnor gates: 10 / 1.26
adders and majority gates: 6 / 1.08
buffers and inverters: 65 / 5.40
DFF: 143 / 51.4
muxes: 17 / 2.44
other: 1 / 0.0538
and+or+nand+nor: 328 / 21.5
-- layout make-up --
cell class                 instances  area [µm²]  area share (%)
sequential                       143        3580            46.0
multi-input combinational        544        3030            38.9
clock buffer                      22         494            6.35
timing repair buffer              38         352            4.52
tap                              176         220            2.83
clock inverter                    10        83.8            1.08
inverter                           6        22.5           0.289
-- flip-flops by register name (all words and copies together) (netlist names), 10 cells and up --
signal      flops
v1             16
v5             16
cs_state       10
v4             16
v3             16
fifo_wdata     18
v6             16
v2             16
Power is estimated from default activity; no workload was simulated.
